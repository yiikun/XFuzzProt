`./design.v`:
```
module ResetCounter(
    input clk,
    input reset,
    output [31:0] timeSinceReset,
    output notChaos
);
reg [31:0] count;
reg flag;
initial begin
  count = 0;
  flag = 0;
end
assign timeSinceReset = count;
assign notChaos = flag;
always @(posedge clk) begin
    if (reset) begin
        count <= 0;
        flag <= 1;
    end else if (flag) begin
        count <= count + 1;
    end
end
endmodule
```
`./run.sh`:
```
#!/bin/bash
# OpenROAD 26Q1-2900-gdf79404cd8, Yosys 0.63+post, stock flow scripts
make -C /OpenROAD-flow-scripts/flow DESIGN_CONFIG=/design/flow/config.mk WORK_HOME=/design/flow/orfs finish
```
`./config.mk`:
```
export PLATFORM = sky130hd
export DESIGN_NAME = ResetCounter
export DESIGN_NICKNAME = ResetCounter
export VERILOG_FILES = /design/flow/design.v
export SDC_FILE = /design/flow/constraint.sdc
export NUM_CORES = 4
export LEC_CHECK = 1
export CORE_AREA = 10 10 94 94
export DIE_AREA = 0 0 104 104
```
`./constraint.sdc`:
```
current_design ResetCounter

set clk_period 4.9
set clk_io_pct 0.2

create_clock -name clk0 -period $clk_period [get_ports {clk}]

set non_clock_inputs [all_inputs -no_clocks]
set_input_delay [expr $clk_period * $clk_io_pct] -clock clk0 $non_clock_inputs
set_output_delay [expr $clk_period * $clk_io_pct] -clock clk0 [all_outputs]
```
==> flow_summary.toml <==
# flow metrics
[placed_design]
gp_congestion = 0.781
hpwl_um = 2640
dp.cells = 304
io_buffers = 34

[yosys]
synthDistinctLibCells = 34
ys_sh_xor_pct = 7.13
topCellsByArea = "dfxtp_1 40%, mux2_2 6.3%, nor2_1 6.1%"
yosys_area_um2 = 1600
synth-async-reset-ratio_pct = 0
simple_gate_share_pct = 32.7
netlist_instances = 183
logic_family = "simple AND/OR/NAND/NOR gates"
synth-compound-area-share_pct = 4.86
synth_area_per_cell_um2 = 8.73
netlist_area_um2 = 1600
fa_ha_area_share_pct = 0.783
yosysWarnings = 1
postSynthSeqShare_pct = 42.0
top_area_cell = "dfxtp_1"
yosys_cells = 183
top_cell_area_share_pct = 40.1
synthMuxAreaShare_pct = 8.38
numSynthFlops = 33
synth-edff-count = 1
flop_cell = "dfxtp_1"

[floorplanning]
pin_count = 35
num_rows = 30
fp_util_pct = 23.4
die-area_um2 = 10800
die_y_um = 104
die_x_um = 104
core_region_area_um2 = 6830

[clocking]
cts_tree = "done"
post_cts_resized = 0
cts_root_buf = "clkbuf_8"
cts_sinks = 33
clk_latency_ps = 290
ctsLongestPathBuffers = 2
cts_buffers = 5
hold_buffers = 0
htreeDepth = 2
post_cts.repair.setup_buffers = 0
clk_pin_slew_ps = 70

[setup_path]
cp-start-kind = "register"
rr_startpoint = "flag"
path_cells = "clkdlybuf4s50_1"
r2r_end = "count[29]"
crit_required_ps = 3920
r2r_cells = 4
worst-path-buf-inv = 1
crit_family = "buffers and inverters"
worstPathArrival_ps = 1340
rrSetupSlack_ps = 2830
slowest_delay_ps = 540
slowest_stage = "clkdlybuf4s50_1"
path_max_fanout = 8
critical_path_class = "register to primary output"
critPathCaptureType = "primary output"

[timing]
finalCriticalPeriod_ps = 2320
setup_viol_count_final = 0
hold_violations = 0
fmax_mhz = 431
maxSlewViolCount = 0
rsz0062_at_grt = "no"
fin_crit_sh_pct = 47.3
final.setup.tns_ps = 0
skew_ps = 5.05

[route]
vias = 1357
wl_per_cell_um = 12.2
drc_errors = 0
dr.first_iter.drc_count = 54
via_per_inst = 4.35
n_antenna_cell = 0
ant_nets = 0
wl_um = 3790
drtPass1Iterations = 4

[grt]
grt_overflow = 0
grt_max_degree = 45
grt_pass1_wl_um = 6260
grtUsageTotal_pct = 6.81
antenna_found_initial = 0
grt_pass1_vias = 1256

[finish]
fin_util_pct = 31.4
finalNonFillerCells = 312
area_growth_syn_to_layout_pct = 34.4
fillers = 721
drive_above_1_share_pct = 10.6

[worst_hold_path]
hold_end = "count[22]"
hp-start = "count[22]"
worstHoldPathCells = 2
hold_class = "register to register"

[flow_run]
warnings = 25
drv_cap = 0

[status]
status = "finished, final reports clean"

[power_and_ir_drop]
peakVddDrop_mv = 0.117
leakagePower_nw = 0.730
power.density_nw_per_um2 = 272
-- stage by stage --
stage               instance area [um2]  setup slack (ps)  power, W  hold slack, ps
finish                             2150              2580  0.000584             516
global route                       2150              2530  0.000604             559
CTS                                2150              2550  0.000590             513
detailed placement                 2020              2580  0.000303             501
global placement                   2020              2600  0.000302             494
floorplan                          1600              3060  0.000293             452
-- placed cells by master (no fill, tap or decap), types with 3 or more instances in the layout --
master | Yosys | routed
clkdlybuf4s50_1 | 0 | 34
dfxtp_1 | 32 | 32
nor2_1 | 26 | 26
nand4_1 | 10 | 10
nor2b_1 | 10 | 10
nor3_1 | 10 | 10
nand3_1 | 9 | 9
mux2_2 | 9 | 9
nand2_1 | 9 | 9
xor2_1 | 9 | 9
a21oi_1 | 7 | 7
clkbuf_8 | 0 | 5
inv_1 | 4 | 4
o21ai_0 | 4 | 4
or3_1 | 4 | 4
xnor2_1 | 4 | 4
and4_1 | 3 | 3
o31ai_1 | 3 | 3
or4_1 | 3 | 3
-- Yosys cell counts (all sizes together), types with 3 or more instances --
| cell | n |
|---|---|
| dfxtp | 32 |
| nor2 | 26 |
| mux2 | 11 |
| nand4 | 11 |
| nor2b | 10 |
| nor3 | 10 |
| nand2 | 9 |
| nand3 | 9 |
| xor2 | 9 |
| a21oi | 7 |
| clkbuf | 7 |
| inv | 4 |
| o21ai | 4 |
| or3 | 4 |
| or4 | 4 |
| xnor2 | 4 |
| and3 | 3 |
| and4 | 3 |
| buf | 3 |
| nor4 | 3 |
| o31ai | 3 |
-- sequential cells by signal, indices dropped and copies added (netlist names) --
| signal | count |
|---|---|
| count | 32 |
| flag | 1 |
-- final cells by class --
cell class | count | area, um2 | share of cell area [%]
sequential | 33 | 671 | 31.2
clock inverter | 2 | 35.0 | 1.63
tap | 96 | 120 | 5.59
timing repair buffer | 35 | 348 | 16.2
multi-input combinational | 136 | 865 | 40.3
clock buffer | 6 | 93.8 | 4.37
inverter | 4 | 15.0 | 0.699
-- how the worst max path moves through the flow --
stage / from / end / cells past startpoint
4_1_cts: flag / notChaos / 1
5_1_grt: flag / notChaos / 1
6_report: flag / notChaos / 1
-- where the power goes --
| part | internal (W) | switching, W |
|---|---|---|
| Clock | 0.000182 | 0.000106 |
| Sequential | 0.000272 | 0.00000405 |
| Combinational | 0.00000985 | 0.00000982 |
-- metal layers --
| layer | global-route usage (%) | vias up | part of all wire (%) |
|---|---|---|---|
| met4 | 0.795 | 0 | 0.76 |
| met2 | 9.46 | 34 | 41 |
| met1 | 9.97 | 611 | 50 |
| li1 | - | 707 | - |
| met5 | 0 | - | 0 |
| met3 | 2.69 | 5 | 8.3 |
-- cell families (layout without fill, tap and decap cells) --
family	Yosys count	count (layout)
AOI/OAI and AO/OA	14	14
buffers and inverters	14	47
muxes	12	12
and+or+nand+nor	95	95
DFF	33	33
xor gates and xnor gates	13	13
other	1	1
adders and majority gates	1	1
Power is estimated from default activity; no workload was simulated.
